===== /design/flow/design.v =====
module mux_8x1 (
  input wire [2:0] sel,           
  input wire [7:0] data_in,       
  output wire data_out                
);
  wire not_sel0, not_sel1, not_sel2;
  not  u_not0 (not_sel0, sel[0]);
  not  u_not1 (not_sel1, sel[1]);
  not  u_not2 (not_sel2, sel[2]);
  wire and0, and1, and2, and3, and4, and5, and6, and7;
  and u_and0 (and0, data_in[0], not_sel0, not_sel1, not_sel2);
  and u_and1 (and1, data_in[1], sel[0], not_sel1, not_sel2);
  and u_and2 (and2, data_in[2], not_sel0, sel[1], not_sel2);
  and u_and3 (and3, data_in[3], sel[0], sel[1], not_sel2);
  and u_and4 (and4, data_in[4], not_sel0, not_sel1, sel[2]);
  and u_and5 (and5, data_in[5], sel[0], not_sel1, sel[2]);
  and u_and6 (and6, data_in[6], not_sel0, sel[1], sel[2]);
  and u_and7 (and7, data_in[7], sel[0], sel[1], sel[2]);
  or u_or (data_out, and0, and1, and2, and3, and4, and5, and6, and7);
endmodule
module muxcostume2( 
input wire [34:0] data_in,
output wire [6:0] saidas,
input wire [2:0] sel
);
mux_8x1 mux_inst_1 (
    .data_in({data_in[34],data_in[27],data_in[20],data_in[13],data_in[6],data_in[34],data_in[27],data_in[20]}),
    .sel({sel[2],sel[1],sel[0]}),
    .data_out(saidas[6])
  );
  mux_8x1 mux_inst_2 (
    .data_in({data_in[33],data_in[26],data_in[19],data_in[12],data_in[5], data_in[33],data_in[26],data_in[19]}),
    .sel({sel[2],sel[1],sel[0]}),
    .data_out(saidas[5])
  );
mux_8x1 mux_inst_3 (
    .data_in({data_in[32],data_in[25],data_in[18],data_in[11],data_in[4],data_in[32],data_in[25],data_in[18]}),
    .sel({sel[2],sel[1],sel[0]}),
    .data_out(saidas[4])
  );
  mux_8x1 mux_inst_4 (
    .data_in({data_in[31],data_in[24],data_in[17],data_in[10],data_in[3], data_in[31],data_in[24],data_in[17]}),
    .sel({sel[2],sel[1],sel[0]}),
    .data_out(saidas[3])
);
 mux_8x1 mux_inst_5 (
    .data_in({data_in[30],data_in[23],data_in[16],data_in[9],data_in[2], data_in[30],data_in[23],data_in[16]}),
    .sel({sel[2],sel[1],sel[0]}),
    .data_out(saidas[2])
);	 
mux_8x1 mux_inst_6 (
    .data_in({data_in[29],data_in[22],data_in[15],data_in[8],data_in[1], data_in[29],data_in[22],data_in[15]}),
    .sel({sel[2],sel[1],sel[0]}),
    .data_out(saidas[1])
);	 
mux_8x1 mux_inst_7 (
    .data_in({data_in[28],data_in[21],data_in[14],data_in[7],data_in[0],data_in[28],data_in[21],data_in[14]}),
    .sel({sel[2],sel[1],sel[0]}),
    .data_out(saidas[0])
);	 
endmodule 

===== /design/flow/run.sh =====
#!/bin/bash
# OpenROAD 26Q1-2900-gdf79404cd8, Yosys 0.63+post, stock flow scripts
make -C /OpenROAD-flow-scripts/flow DESIGN_CONFIG=/design/flow/config.mk WORK_HOME=/design/flow/orfs finish

===== /design/flow/config.mk =====
export PLATFORM = sky130hd
export DESIGN_NAME = muxcostume2
export DESIGN_NICKNAME = muxcostume2
export VERILOG_FILES = /design/flow/design.v
export SDC_FILE = /design/flow/constraint.sdc
export NUM_CORES = 4
export LEC_CHECK = 1
export CORE_AREA = 10 10 70 70
export DIE_AREA = 0 0 80 80

===== /design/flow/constraint.sdc =====
current_design muxcostume2

set clk_period 2.0
set clk_io_pct 0.2

create_clock -name clk0 -period $clk_period

set non_clock_inputs [all_inputs -no_clocks]
set_input_delay [expr $clk_period * $clk_io_pct] -clock clk0 $non_clock_inputs
set_output_delay [expr $clk_period * $clk_io_pct] -clock clk0 [all_outputs]

==> flow_metrics.tcl <==
# collected from the flow reports
set metrics [dict create \
    largest_area_cell "mux2i_1" \
    grt_pass1_wl_um 3400 \
    setup_viol 0 \
    area_growth_pct 100 \
    avgViaCountPerCell 4.04 \
    syn-mean-instance-area_um2 8.98 \
    leakage_nw 0.459 \
    io_pins 45 \
    setup-tns-final_ns 0 \
    maxSlewHeadroom_pct 80.2 \
    critPathLaunchType "primary input" \
    comb_area_um2 484 \
    yosys_cells 62 \
    p_total_mw 0.231 \
    cap_violations 0 \
    min_from "data_in[25]" \
    grt_pass1_vias 670 \
    die_h_um 80 \
    grt_use_total_pct 6.49 \
    hold_viol 0 \
    drive_above_1_share_pct 38.2 \
    critPathMaxFanout 2 \
    grt_max_degree 12 \
    worst_pin_slew_ns 0.296 \
    yosys_warnings 0 \
    top_cell_area_share_pct 16.2 \
    fp-row-count 21 \
    fp_util_pct 16.3 \
    seq_area_um2 0 \
    area_leaders "mux2i_1 16%, mux2_2 16%, buf_4 9.4%" \
    antenna_found_initial 0 \
    fp.dieW_um 80 \
    insertedDiodeCount 0 \
    n_fill_cell 349 \
    slew_viol_final 0 \
    hpwl_um 1810 \
    drt_iter0_drc 14 \
    critPathRequiredTime_ns 1.60 \
    chipArea_mm2 0.00640 \
    irDropWorstVdd_v 0.0000692 \
    synth.distinct_cells 26 \
    routed_wl_um 2130 \
    synthTopCellsByCount "9 x mux2i_1, 8 x mux2_2, 7 x buf_4" \
    overflow 0 \
    design.seq.count 0 \
    min_path_type "primary input to output pin" \
    cts_hold_buf 0 \
    critPathCaptureType "output pin" \
    powerDensity_mw_per_mm2 207 \
    warnings 32 \
    critPathKind "primary input to output pin" \
    drc 0 \
    dr.pass1.iters 3 \
    ys_seq_share_pct 0 \
    gp_congestion 0.793 \
    final_antenna_net_count 0 \
    core_mm2 0.00342 \
    min_period_over_period_pct 97.8 \
    syn_area_um2 557 \
    vias 631 \
    arrival_ns 1.56 \
    max_freq_ghz 0.511 \
    route.detailed.wl_per_inst_um 13.7 \
    period_needed_ns 1.96 \
    io_buffers 45 \
    top_cell "mux2i_1" \
    worstSetupStartpoint "data_in[29]" \
    num-clock-buffers 0 \
    status "finished, final reports clean" \
    synth_cells 62 \
    yosys_area_um2 557 \
]
[metal layers]
metal	wire length, µm	share of wire (%)	track usage, %
met3	152	7.1	1.36
met2	944	44	9.87
met5	0	0	0
met4	0	0	0
met1	1040	49	9.64
[timing repair]
action	in CTS	in global routing
gates resized	32	8
endpoints found under the setup margin	7	6
buffers inserted	0	0
gates cloned	1	0
pin swaps	4	4
[path summary, 6_finish.rpt]
path / cells past startpoint / slack, ns / endpoint
setup / recovery: 5 / 0.04 / saidas[1]
hold / removal: 4 / 1.24 / saidas[4]
[metrics by stage]
step | cell area [µm²] | util (%) | setup WS, ns | hold slack [ns] | std cells
6_report | 1110 | 32.6 | 0.0442 | 1.24 | 156
5_1_grt | 1110 | 32.6 | -0.0129 | 1.29 | 156
4_1_cts | 1100 | 32.2 | 0.0165 | 1.37 | 156
2_1_floorplan | 557 | - | 0.317 | 1.08 | 62
3_5_place_dp | 1070 | 31.2 | -0.636 | 1.83 | 155
3_3_place_gp | 1070 | 31.2 | -0.589 | 1.82 | 155
[worst max-delay path, cell delays in order]
cell and delay (ns):
clkdlybuf4s50_1 0.42, mux2_2 0.28, o22ai_2 0.15, a221oi_2 0.05, dlygate4sd2_1 0.25
[cell families (layout without fill, tap and decap cells)]
group | count (synthesis) | after routing | share of synthesized area (%)
AOI/OAI and AO/OA | 17 | 17 | 26.1
xor gates and xnor gates | 1 | 1 | 2.92
buffers and inverters | 13 | 61 | 21.3
muxes | 17 | 17 | 32.4
and+or+nand+nor | 14 | 14 | 17.3
[cells in the final DEF, fill, tap and decap left out]
| master | netlist | final |
|---|---|---|
| o32ai_2 | 1 | 1 |
| a221oi_1 | 4 | 1 |
| or3b_1 | 2 | 2 |
| clkdlybuf4s50_1 | 0 | 33 |
| or2_2 | 1 | 1 |
| clkbuf_2 | 0 | 1 |
| mux2_2 | 8 | 8 |
| or2b_2 | 1 | 1 |
| buf_12 | 1 | 1 |
| and2_1 | 2 | 1 |
| dlygate4sd2_1 | 0 | 3 |
| mux2i_1 | 9 | 9 |
| nor3_1 | 1 | 1 |
| clkdlybuf4s15_1 | 0 | 1 |
| or2b_1 | 1 | 1 |
| buf_4 | 7 | 14 |
| inv_1 | 1 | 1 |
| o31ai_1 | 1 | 1 |
| a211oi_1 | 3 | 3 |
| nand2b_1 | 2 | 1 |
| or4b_1 | 1 | 1 |
| buf_2 | 1 | 4 |
| buf_16 | 0 | 1 |
| a221oi_2 | 0 | 3 |
| o22ai_2 | 0 | 3 |
| nor2b_1 | 2 | 2 |
| o221ai_1 | 2 | 2 |
| o22ai_1 | 5 | 2 |
| nor2_1 | 1 | 1 |
| and2_2 | 0 | 1 |
| xor2_2 | 1 | 1 |
| dlymetal6s2s_1 | 0 | 2 |
| a2111oi_2 | 1 | 1 |
| nand2b_4 | 0 | 1 |
[final cells by class]
class              instances  area share [%]
multi-input cells         49            43.4
inverters                  1           0.337
well taps                 46            5.16
repair buffers            60            51.1
[power breakdown]
part	internal (mW)	switching [mW]	total (mW)
clock	0	0	0
combinational	0.155	0.0759	0.231
sequential	0	0	0
total	0.155	0.0759	0.231
