`design.v`:
```
module mux_8x1 (
  input wire [2:0] sel,           
  input wire [7:0] data_in,       
  output wire data_out                
);
  wire not_sel0, not_sel1, not_sel2;
  not  u_not0 (not_sel0, sel[0]);
  not  u_not1 (not_sel1, sel[1]);
  not  u_not2 (not_sel2, sel[2]);
  wire and0, and1, and2, and3, and4, and5, and6, and7;
  and u_and0 (and0, data_in[0], not_sel0, not_sel1, not_sel2);
  and u_and1 (and1, data_in[1], sel[0], not_sel1, not_sel2);
  and u_and2 (and2, data_in[2], not_sel0, sel[1], not_sel2);
  and u_and3 (and3, data_in[3], sel[0], sel[1], not_sel2);
  and u_and4 (and4, data_in[4], not_sel0, not_sel1, sel[2]);
  and u_and5 (and5, data_in[5], sel[0], not_sel1, sel[2]);
  and u_and6 (and6, data_in[6], not_sel0, sel[1], sel[2]);
  and u_and7 (and7, data_in[7], sel[0], sel[1], sel[2]);
  or u_or (data_out, and0, and1, and2, and3, and4, and5, and6, and7);
endmodule
module testedomux( 
input wire [34:0] data_in,
output wire [4:0] saidas,
input wire [2:0] sel
);
mux_8x1 mux_inst_1 (
    .data_in({data_in[34],data_in[33],data_in[32],data_in[31],data_in[30],data_in[29],data_in[28],data_in[34]}),
    .sel({sel[2],sel[1],sel[0]}),
    .data_out(saidas[4])
  );
  mux_8x1 mux_inst_2 (
    .data_in({data_in[27],data_in[26],data_in[25],data_in[24],data_in[23], data_in[22],data_in[21],data_in[27]}),
    .sel({sel[2],sel[1],sel[0]}),
    .data_out(saidas[3])
  );
mux_8x1 mux_inst_3 (
    .data_in({data_in[20],data_in[19],data_in[18],data_in[17],data_in[16],data_in[15],data_in[14],data_in[20]}),
    .sel({sel[2],sel[1],sel[0]}),
    .data_out(saidas[2])
  );
  mux_8x1 mux_inst_4 (
    .data_in({data_in[13],data_in[12],data_in[11],data_in[10],data_in[9], data_in[8],data_in[7],data_in[13]}),
    .sel({sel[2],sel[1],sel[0]}),
    .data_out(saidas[1])
);
 mux_8x1 mux_inst_5 (
    .data_in({data_in[6],data_in[5],data_in[4],data_in[3],data_in[2], data_in[1],data_in[0],data_in[6]}),
    .sel({sel[2],sel[1],sel[0]}),
    .data_out(saidas[0])
);	 
endmodule 
```
`run.sh`:
```
#!/bin/bash
# OpenROAD 26Q1-2900-gdf79404cd8, Yosys 0.63+post, stock flow scripts
make -C /OpenROAD-flow-scripts/flow DESIGN_CONFIG=/design/flow/config.mk WORK_HOME=/design/flow/orfs finish
```
`config.mk`:
```
export PLATFORM = sky130hd
export DESIGN_NAME = testedomux
export DESIGN_NICKNAME = testedomux
export VERILOG_FILES = /design/flow/design.v
export SDC_FILE = /design/flow/constraint.sdc
export NUM_CORES = 4
export LEC_CHECK = 1
export CORE_AREA = 10 10 70 70
export DIE_AREA = 0 0 80 80
```
`constraint.sdc`:
```
current_design testedomux

set clk_period 1.9
set clk_io_pct 0.2

create_clock -name clk0 -period $clk_period

set non_clock_inputs [all_inputs -no_clocks]
set_input_delay [expr $clk_period * $clk_io_pct] -clock clk0 $non_clock_inputs
set_output_delay [expr $clk_period * $clk_io_pct] -clock clk0 [all_outputs]
```
==> run notes <==
Synthesis and place-and-route results.

- Per the detail_route report, inserted antenna diodes total 0.
- The first global-routing pass estimated 2.46 mm of wire.
- The count of boundary I/O pins is between 40 and 50.
- The final number of hold-violating endpoints is 0.
- The share of total power dissipated in combinational logic is 100.0%.
- In this run the VDD rail shows a maximum IR drop of 0.0724 mV.
- The chip height is 80 µm.
- The number of port buffers is 43.
- The via count of the first global-routing pass is ~470.
- The largest fanout on the critical path is 4.
- The number of remaining DRC errors is 0.
- The layout has 387 filler cells.
- The sort of element at the start of the critical path is an input port.
- The ratio of cells with drive above 1 in the final layout is 41.3%.
- The floorplan step records an initial core utilization of 10.9%.
- Buffers inserted to repair hold after CTS numbered 0.
- The total leakage power is 0.379 nW.
- The number of cells in Yosys stat is 22.
- The worst hold path was traced through 5 stages.
- During synthesis, Yosys emitted a total of 0 warnings.
- Looking at the hold checks, the worst path lands on saidas[1].
- The area taken by sequential standard cells is reported as 0 µm².
- The average wire per standard cell is 15.6 µm.
- The total number of placement rows is 21.
- The violation tally recorded at the end of detailed-routing iteration 0 is 20.
- The number of search-and-repair iterations in the first detailed-routing pass is 2.
- The flow ran to the end, but the final reports show violations.
- The average footprint of a synthesized cell is 16.9 µm².
- The number of vias after detailed routing is approximately 380.
- Once detail routing completed, the nets flagged for antenna violations numbered 0.
- The die boundary width is 80 µm.
- STA puts the critical path data arrival time at around 1.5 ns.
- Pins over their slew limit in the final report were tallied at 0.
- The worst endpoint required time is 1.52 ns.
- Summing every instance area after synthesis gives between 300 and 400 µm².
- The critical path class is in -> out.
- Detailed placement finished with a half-perimeter wire length of about 1.4 mm.
- The post-route setup TNS is -0.0132 ns.
- The final reports fail on negative setup slack.
- Entering global routing, the biggest net connects 11 pins.
- The max-capacitance violation count is 0.
- The final critical path time including I/O delays and setup is 1.91 ns.
- The number of sequential cells reported for the layout is 0.
- Summing the sequential cell areas from Yosys gives 0% of the chip area.
- Setup repair after global routing could not meet its margin everywhere.
- The kind of end point of the critical path is an output port.
- Summing internal, switching and leakage power gives 0.000176 W.
- After its last routability iteration, the placer logged a weighted congestion of 0.740.
- For the worst min-delay path, the startpoint reported by OpenROAD is sel[0].
- Static timing analysis puts the maximum clock frequency at 0.523 GHz.
- The number of antenna violations at the first check in global routing is 0.
- Per the breakdown, switching nets consume between 20% and 30% of all power.
- The kind of path behind the tightest hold check is in -> out.
- The placeable core area is 3420 µm².
- The tightest slew margin relative to the limit is 92.5%.
- The power per cell area is between 200 and 250 nW/µm².
- For this block, the routed nets add up to 1.70 mm of wire.
- The growth of design area from synthesis to finish is 127%.
- In the post-route analysis, the smallest setup slack over all paths is -0.0132 ns.
- The area of the die is between 6000 and 7000 µm².
- The worst path uses 101% of the clock period.
- Per the post-synthesis report, the number of cells in the design is 22.
- Looking at the power breakdown, the clock network takes 0% of the total.
- The actual transition at the worst max-transition pin is about 0.11 ns.
- The post-synthesis cell type count is 5.
- The final layout report lists a clock buffer count of 0.
- The tool warning count for the run is 34.
- Cell internal power was estimated by the tool at 0.000132 W.
- The sequential share of power is 0%.
- The script logs the ratio of routed vias to standard cells as 3.49.
- Global routing used 4.95% of the available tracks across all layers.
- The remaining global-route overflow is 0.
- The synthesized chip area reported by yosys is 372 µm².
- From the final report, the count of setup violators was given as 1.
- The switching power is 0.0000436 W.
==> worst max path at each step <==
stage,from,end,slack [ns]
5_1_grt,sel[0],saidas[2],-0.05
4_1_cts,sel[0],saidas[2],-0.03
6_report,sel[0],saidas[2],-0.01
==> cell families (layout without fill, tap and decap cells) <==
family / count (synthesis) / in the layout / share of synthesized area, %
muxes: 15 / 15 / 85.9
buffers and inverters: 7 / 48 / 14.1
==> worst max-delay path, stage by stage <==
cell	delay [ns]
sky130_fd_sc_hd__buf_12	0.09
sky130_fd_sc_hd__buf_16	0.11
sky130_fd_sc_hd__buf_12	0.09
sky130_fd_sc_hd__mux4_2	0.47
sky130_fd_sc_hd__mux2_4	0.27
sky130_fd_sc_hd__buf_2	0.11
==> power by group through the flow <==
stage / combinational (W) / clock [W] / sequential [W]
finish: 0.000176 / 0 / 0
CTS: 0.000181 / 0 / 0
global route: 0.000189 / 0 / 0
==> timing repair <==
action / CTS / global route
setup buffers: 1 / 0
gates cloned: 1 / 0
gates resized: 78 / 2
endpoints found under the setup margin: 5 / 2
==> stage by stage <==
stage | setup WS, ns | util [%] | instances | cell area [µm²] | hold slack (ns)
floorplan | 0.108 | - | 22 | 372 | 0.963
global placement | -0.777 | 25.0 | 107 | 855 | 1.99
detailed placement | -0.799 | 25.0 | 107 | 855 | 1.98
CTS | -0.0250 | 24.8 | 109 | 847 | 1.38
global route | -0.0488 | 24.7 | 109 | 843 | 1.41
finish | -0.0132 | 24.7 | 109 | 843 | 1.37
==> Yosys cell counts (all sizes together) <==
master	number	area share, %
mux4	10	71
mux2	5	15
clkbuf	1	1.0
buf	6	13
==> layout make-up <==
| class | count | area, µm² | area share [%] |
|---|---|---|---|
| Timing Repair Buffer | 48 | 485 | 57.6 |
| Multi-Input combinational cell | 15 | 300 | 35.6 |
| Tap cell | 46 | 57.6 | 6.82 |
==> layer usage <==
layer	share of wire, %	vias up	wire [µm]	global-route usage (%)
li1	-	178	-	-
met1	41	185	698	6.48
met3	6.0	0	102	1.02
met4	0	0	0	0
met5	0	-	0	0
met2	53	17	894	8.67
==> placed cells by master, fill, tap and decap left out, drive strengths merged <==
cell type,count
buf,10
clkbuf,1
clkdlybuf4s15,1
clkdlybuf4s50,1
dlygate4sd2,35
mux2,5
mux4,10
Power figures rest on the tool's default switching activity, not on a simulated workload.
