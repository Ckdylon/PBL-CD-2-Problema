## flow/run.sh

```bash
#!/bin/bash
# OpenROAD 26Q1-2900-gdf79404cd8, Yosys 0.63+post, stock flow scripts
make -C /OpenROAD-flow-scripts/flow DESIGN_CONFIG=/design/flow/config.mk WORK_HOME=/design/flow/orfs finish
```

## flow/config.mk

```make
export PLATFORM = sky130hd
export DESIGN_NAME = ataque
export DESIGN_NICKNAME = ataque
export VERILOG_FILES = /design/flow/design.v
export SDC_FILE = /design/flow/constraint.sdc
export NUM_CORES = 4
export LEC_CHECK = 1
export CORE_AREA = 10 10 93 93
export DIE_AREA = 0 0 103 103
```

## flow/constraint.sdc

```tcl
current_design ataque

set clk_period 2.0
set clk_io_pct 0.2

create_clock -name clk0 -period $clk_period

set non_clock_inputs [all_inputs -no_clocks]
set_input_delay [expr $clk_period * $clk_io_pct] -clock clk0 $non_clock_inputs
set_output_delay [expr $clk_period * $clk_io_pct] -clock clk0 [all_outputs]
```

## flow/design.v

```verilog
module ataque( 
input A,B,C,D,E,F,G,H,
output s1,s2,s3,s4,s5,s6);
assign s1 = (~A & ~B & C & ~D & ~E & ~F & G) | (~A & C & ~D & ~E & ~F & G & H) | (~A & C & ~D & ~E & F & ~G & ~H) | (~A & ~B & C & ~D & F & ~G & H) | (~B & C & ~D & ~E & F & ~G & H) | (~A & ~B & C & D & ~E & ~G & H) | (~B & C & D & ~F & ~G & H) | (~A & C & D & ~E & ~F & G & ~H) | (~A & C & D & E & ~F & G & H) | (~A & ~B & C & D & E & F & ~G & ~H) | (~A & B & C & ~E & F & ~G & ~H) | (~A & B & C & D & ~E & ~F & H) | (A & ~B & C & D & ~E & ~F & H) | (A & ~B & C & D & ~E & F & ~G & ~H) | (A & ~B & C & D & E & ~F & G & ~H) | (A & B & C & ~D & ~E & ~F & ~G & H) | (A & B & C & D & F & ~G & H) | (A & B & C & D & E & F & ~G);
assign s2 = ( ~A & D & ~E &~F &~G & H) |( ~A & ~B & ~C & D & ~E & ~F & G) |( ~B & ~C &  D & ~E & ~F & G  & ~H) |(~A &  ~B &  D &  E &  F &  ~G &  ~H )|( ~A & ~C &  D &  E &  F & ~G &  ~H )|( ~A &  ~B &  C &  D &  ~E & ~G & H) |( ~B &  C &  D  & ~F & ~G&  H) |( ~A&  C &  D &  ~E &  ~F &  G  & ~H )| (~A & ~B &  C &  D & E &  ~F & H) |( ~A  & B &  C &  D & ~F & G & H) | (~A & B &  C &  D & ~E &  F &  ~G &  ~H)|( A &  ~B &  D &  ~E &  F &  ~G & ~H) |( A & ~B &  ~C & D&  F &  ~G & H) | (A &  ~B &  D &  E &  ~F &  G & ~H )|( A &  ~C & D & E & ~F &  G &  ~H)|( A &  ~B &  C &  D & ~E & ~F & H) |( A & B &  ~C &  D &  ~F &  ~G  & H) |( A &  B & D &  ~E & F &  ~G &  H) |( A & B &  C & D &  E  & F  & ~G);
assign s3 = (~A & ~C & ~D & E & ~G & H) | (~A & ~C & E & F & ~G & ~H) | (~A & ~B & ~D & E & F & ~G & H) | (~A & ~B & D & E & F & ~G & ~H) | (~B & C & D & E & ~F & ~G & H) | (~A & C & D & E & ~F & G & H) | (B & ~C & ~D & E & ~G & H) | (~A & B & ~C & ~D & E & ~F & G & ~H) | (A & ~B & ~C & E & F & ~G & H) | (A & ~B & D & E & ~F & G & ~H) | (A & ~C & D & E & ~F & G & ~H) | (A & B & ~C & E & ~F & ~G & H) | (A & B & C & D & E & F & ~G);
assign s4 = (~A & ~C & E & F & ~G & ~H) | (~C & ~D & E & F & ~G & H) | (~A & ~B & D & E & F & ~G & ~H) | (~A & C & ~D & ~E & F & ~G & ~H) | (~A & ~B & C & ~D & F & ~G & H) | (~A & ~B & C & ~E & F & ~G & H) | (~B & C & ~D & ~E & F & ~G & H) | (~A & B & C & ~E & F & ~G & ~H) | (A & ~B & D & ~E & F & ~G & ~H) | (A & ~B & ~C & D & F & ~G & H) | (A & ~C & D & ~E & F & ~G & H) | (A & B & D & ~E & F & ~G & H) | (A & B & C & D & E & F & ~G);
assign s5 = (~A & ~B & ~C & D & ~E & ~F & G) | (~B & ~C & D & ~E & ~F & G & ~H) | (~A & ~B & C & ~D & ~E & ~F & G) | (~A & C & D & ~E & ~F & G & ~H) | (~A & C & D & E & ~F & G & H) | (~A & B & ~C & ~D & E & ~F & G & ~H) | (~A & B & C & ~E & ~F & G & H) | (A & ~B & D & E & ~F & G & ~H) | (A & ~C & D & E & ~F & G & ~H) | (A & ~B & C & D & ~E & ~F & G & H);
assign s6 = (~A & ~C & ~D &  E &  ~G &  H)|( ~C & ~D & E & F & ~G & H)|(~A & ~B & ~C & D & ~E & ~F & H)|( ~A & D & ~E & ~F & ~G & H)|( ~A & C & ~D & ~E & ~F & G & H) |( ~A & ~B & C & ~D & F & ~G & H) |( ~B & C & ~D & ~E & F & ~G & H) |( ~A & ~B & C & D & ~E & ~G & H) |( ~B & C & D & ~F & ~G & H) |( ~A & ~B & C & D & E & ~F & H)|( B & ~C & ~D & E & ~G & H) |( ~A & B & C & D & ~F & G & H) |( A & ~B & ~C & D & F & ~G & H) |( A & ~B & C & D & ~E & ~F & H)|( A & B & ~C & D & ~E & ~G & H) |( A & B & ~C & D & ~F & ~G & H) |( A & B & C & ~D & ~E & ~F & ~G & H) |( A & B & C & D & F & ~G & H);
endmodule 
```

==> impl_metrics.py <==
# Auto-generated metrics
metrics = {
    "grt": {
        "grt_max_degree": 12,
        "grt_pass1_wl_um": 5920,
        "grt_remaining_overflow": 0,
        "grt_pass1_vias": 1223,
        "grt_usage": 0.0679,
        "antenna_found_initial": 0,
    },
    "run_status": {
        "outcome": "finished with violations",
        "violations": "negative setup slack",
    },
    "hold_path": {
        "hold_depth": 4,
        "hold_class": "input port to primary output",
    },
    "routing": {
        "detail-route-antenna-nets": 0,
        "vias": 1245,
        "post_drt_wl_per_cell_um": 14.9,
        "vias_per_cell": 4.65,
        "first_pass_iters": 4,
        "route.detailed.drc": 0,
        "diodes": 0,
        "drtIter0Drc": 74,
        "wirelength_um": 3980,
    },
    "setup_path": {
        "crit_path_max_fanout": 6,
        "critical_path_required_ps": 1600,
        "critPathKind": "input port to primary output",
        "critPathLaunch": "B",
        "critPathArrivalTime_ps": 1660,
        "crit_end": "s2",
        "worst_setup_path_end_kind": "primary output",
        "startpoint_type": "input port",
    },
    "sta": {
        "setup_ws_ps": -58.6,
        "worstMarginPinSlew_ps": 346,
        "fin_crit_sh": 1.03,
        "setup_violations": 5,
        "period_minus_slack_ps": 2060,
        "rsz0062_at_grt": "yes",
        "finalSetupTns_ps": -188,
        "clock.fmax_ghz": 0.486,
        "hold_viol_final": 0,
        "max_slew_margin": 0.767,
        "maxSlewViolCount": 0,
    },
    "placement": {
        "port_buffers": 14,
        "dp_slack_ps": -900,
        "dpl.hpwl_um": 2520,
        "gp_congestion": 1.01,
    },
    "logic_synthesis": {
        "syn_area_per_cell_um2": 6.30,
        "topCellsByArea": "nor2_1 (8.4%), a21oi_1 (5.3%), buf_4 (5.0%)",
        "syn-cell-area_um2": 756,
        "top_area_frac": 0.0844,
        "synthDistinctLibCells": 45,
        "top_area_cell": "nor2_1",
        "ys_seq_frac": 0,
        "netlist_instances": 120,
        "yosysCellCount": 120,
        "top_cells_by_count": "nor2_1 (17), a21oi_1 (8), nand2_1 (8)",
        "ys_area_um2": 756,
        "ys_warn_count": 0,
        "top_cell": "nor2_1",
    },
    "floorplanning": {
        "fp_util": 0.112,
        "dieArea_mm2": 0.0106,
        "fp.coreArea_mm2": 0.00676,
        "die_h_um": 103,
        "rows": 30,
        "die_w_um": 103,
        "top_level_ports": 14,
    },
    "layout": {
        "nFillCells": 693,
        "seq_area_um2": 0,
        "area_growth_pct": 132,
        "drive_gt1_frac": 0.686,
        "logic_area_um2": 913,
        "n_clock_buffer": 0,
        "seq_cells": 0,
    },
    "flow_run": {
        "warnings": 34,
        "drv_cap": 0,
    },
    "pwr": {
        "total_leakage_power_uw": 0.000738,
        "power_density_mw_per_mm2": 197,
        "ir_worst_vdd_uv": 127,
    },
}
## critical path: stages
cell and delay [ps]:
buf_8 110, or3b_1 370, a31oi_1 200, o22ai_2 120, a21oi_2 150, buf_4 130, nand3_2 60, buf_2 120
## layout make-up
class	count	area share
Inverter	6	0.0129
Tap cell	80	0.0572
Multi-Input combinational cell	101	0.522
Timing Repair Buffer	81	0.408
## kinds of logic after synthesis
logic type | count (synthesis) | share of synthesized area
simple gates | 62 | 0.460
compound gates | 37 | 0.349
buf+inv | 19 | 0.167
xor+xnor | 2 | 0.0232
## metrics by stage
stage                     std cells  power (uW)  utilization  instance area [um2]  hold WS (ps)
after floorplan                 120         119            -                  756           933
after global placement          248         241        0.188                 1270          2020
after detailed placement        248         240        0.188                 1270          1990
after CTS                       261         289        0.228                 1540          1220
after global routing            268         364        0.259                 1750          1240
final                           268         345        0.259                 1750          1210
## worst min-delay path by stage
stage                 from  end  slack [ps]
after global routing     G   s5        1240
final                    G   s5        1210
after CTS                G   s5        1220
## power by group
group          internal [uW]  switching, uW
Combinational            182            163
Sequential                 0              0
Clock                      0              0
## per-layer routing
| layer | up-vias | track usage | wire (um) |
|---|---|---|---|
| li1 | 594 | - | - |
| met1 | 593 | 0.0898 | 1770 |
| met2 | 52 | 0.113 | 1920 |
| met3 | 6 | 0.00880 | 244 |
| met4 | 0 | 0.0182 | 48 |
| met5 | - | 0 | 0 |
## layout by cell type (no fill, tap or decap), types with 2 or more instances in the layout
cell,synthesis,routed
nor2_2,0,3
nand4_1,5,5
and2_1,2,2
nor2_1,17,13
nor3_2,0,3
buf_4,5,49
inv_2,0,3
buf_6,2,19
buf_12,1,3
nor4_4,0,2
o22ai_1,5,3
nand2b_4,1,4
a22oi_1,4,3
o22ai_2,0,2
o41ai_2,0,2
o21bai_1,2,2
nand2_1,8,7
inv_1,6,3
nand3_1,3,2
nor4_2,0,2
buf_8,0,2
a21oi_1,8,6
buf_2,4,7
## what timing repair did
item	in CTS	in global routing
hold buffers	0	0
endpoints found under the setup margin	6	6
gates cloned	1	0
pin swaps	25	23
resized	106	37
setup buffers	13	9
No activity file was given, so power comes from the tool's default toggle rates.
